--- design/flow/run.sh ---
#!/bin/bash
# OpenROAD 26Q1-2900-gdf79404cd8, Yosys 0.63+post, stock flow scripts
make -C /OpenROAD-flow-scripts/flow DESIGN_CONFIG=/design/flow/config.mk WORK_HOME=/design/flow/orfs finish
--- design/flow/config.mk ---
export PLATFORM = sky130hd
export DESIGN_NAME = main_fsm
export DESIGN_NICKNAME = main_fsm
export VERILOG_FILES = /design/flow/design.v
export SDC_FILE = /design/flow/constraint.sdc
export NUM_CORES = 4
export LEC_CHECK = 1
export CORE_UTILIZATION = 50
--- design/flow/constraint.sdc ---
current_design main_fsm

set clk_period 6.0
set clk_io_pct 0.2

create_clock -name clk0 -period $clk_period [get_ports {clk}]

set non_clock_inputs [all_inputs -no_clocks]
set_input_delay [expr $clk_period * $clk_io_pct] -clock clk0 $non_clock_inputs
set_output_delay [expr $clk_period * $clk_io_pct] -clock clk0 [all_outputs]
--- design/flow/design.v ---
module fin_proj_top(
	input logic reset,
	input logic done,
	input logic[3:0] cols,
	output logic[3:0] rows, 
	output logic[3:0] leds,
	output logic crct_pwd,
	output logic incrct_pwd
);
	logic int_osc;
	HSOSC #(.CLKHF_DIV(2'b10))
		hf_osc (.CLKHFPU(1'b1), .CLKHFEN(1'b1), .CLKHF(int_osc));
	main_fsm fsm(int_osc, reset, done, cols, rows, leds, crct_pwd, incrct_pwd);
endmodule
module main_fsm(
	input logic clk,
	input logic reset,
	input logic done,
	input logic[3:0] cols,
	output logic[3:0] rows,
	output logic[3:0] leds,
	output logic crct_pwd,
	output logic incrct_pwd
	);
	typedef enum logic [2:0] {scan, w1, pressed, stillpressed, w2} statetype; 
	statetype state, nextstate;
	logic [3:0] num1, num2, num3, num4;  
	logic [3:0] nextnum; 
	logic [3:0] synched_cols;
	logic [3:0] synched_rows; 
	fourbit_synchronizer synch(clk, cols, synched_cols);
	fourbit_synchronizer synchmatch(clk, rows, synched_rows);
	assign buttonpress = !(&synched_cols);
	logic [31:0] counter;
	logic [31:0] threshold;
	assign threshold = 1000000;  
	logic [3:0] pwd1, pwd2, pwd3, pwd4;
	assign pwd1 = 4'd1;
	assign pwd2 = 4'd2;
	assign pwd3 = 4'd3;
	assign pwd4 = 4'd4;
	logic [3:0] numpressed;  
	always_ff @(posedge clk) begin
		if (reset == 0 || done == 0) begin
			state <= scan;
			num1 <= 4'b0000;
			num2 <= 4'b0000;
			num3 <= 4'b0000;
			num4 <= 4'b0000;
			rows <= 4'b1110;
			counter <= 0;
			numpressed <= 0;
			if (reset == 0) leds <= 4'b0000;
		end
		else begin
			state <= nextstate;
			if (state == scan) begin
				rows <= {rows[2:0], rows[3]};
			end
			if (state == pressed && buttonpress) begin
				num1 <= num2;
				num2 <= num3;
				num3 <= num4;
				num4 <= nextnum;
				numpressed <= numpressed + 1'b1;
			end
			if (state == w1 || state == w2) begin
				if (counter != threshold) counter <= counter + 1;
			end else counter <= 0;
			if (state == stillpressed) rows <= 4'b0000;
			if (state == w2) rows <= 4'b1110;
			if (numpressed == 4) begin
				leds[0] <= (pwd1 != num1);
				leds[1] <= (pwd2 != num2);
				leds[2] <= (pwd3 != num3);
				leds[3] <= (pwd4 != num4);
			end
		end
	end
	always_comb
		case(state)
			scan: 
				if (buttonpress && (numpressed < 4)) nextstate = w1;
				else nextstate = scan;
			w1: 
				if (counter == threshold) nextstate = pressed;
				else nextstate = w1;
			pressed: 
				if (buttonpress) nextstate = stillpressed;
				else nextstate = w2;
			stillpressed: 
				if (buttonpress) nextstate = stillpressed;
				else nextstate = w2;
			w2: 
				if (counter == threshold) nextstate = scan;
				else nextstate = w2;
			default: nextstate = state;
		endcase
	matrix_decoder newnum({synched_rows, synched_cols}, nextnum);
	assign crct_pwd = ((numpressed == 4'd4) && ({pwd1,pwd2,pwd3,pwd4} == {num1,num2,num3,num4}));
	assign incrct_pwd = ((numpressed == 4'd4) && !crct_pwd); 
endmodule
module fourbit_synchronizer(
	input logic clk,
	input logic [3:0] unsynch,
	output logic [3:0] synch
);
	logic [3:0] mid1, mid2;
	always_ff @(posedge clk) begin
		mid1 <= unsynch;
		mid2 <= mid1;
		synch <= mid2;
	end
endmodule
module matrix_decoder(
	input logic [7:0] rowscols,
	output logic [3:0] num
);
	always_comb 
		casez(rowscols)
			8'b1110_0???: num = 4'd14;
			8'b1110_?0??: num = 4'd0;
			8'b1110_??0?: num = 4'd15;
			8'b1110_???0: num = 4'd13;
			8'b1101_0???: num = 4'd7;
			8'b1101_?0??: num = 4'd8;
			8'b1101_??0?: num = 4'd9;
			8'b1101_???0: num = 4'd12;
			8'b1011_0???: num = 4'd4;
			8'b1011_?0??: num = 4'd5;
			8'b1011_??0?: num = 4'd6;
			8'b1011_???0: num = 4'd11;
			8'b0111_0???: num = 4'd1;
			8'b0111_?0??: num = 4'd2;
			8'b0111_??0?: num = 4'd3;
			8'b0111_???0: num = 4'd10;
			8'b????_1111: num = 4'd3;
			default: num = 4'd15;
		endcase
endmodule
==> flow_summary.ini <==
; yosys + openroad results
[global_routing]
grt_pass1_vias = 2549
grt_antenna_before_repair = 0
grt_start_max_net_pins = 33
grt_pass1_wl_um = 11540
grt_usage_pct = 19.46
grt-ovfl-total = 0

[routing]
antenna_cells = 0
drc = 0
wire_per_inst_um = 13.03
drtIter0Drc = 84
vias = 2755
ant_nets = 0
drtPass1Iterations = 4
via_per_inst = 5.350
wirelength_um = 6708

[yosys]
edf_count = 4
syn_avg_cell_area_um2 = 9.122
ys_ff = 89
synth_seq_share_pct = 49.56
ys_area_um2 = 3676
synthArstFlopShare_pct = 0
synth.distinct_cells = 46
synthCells = 403
ys_cells = 403
flop_cell = dfxtp_1
ys_warn_count = 4
syn_area_um2 = 3676

[clocking]
cts_buffer_depth = 2
clkSlewWorstSetupHoldPaths_ns = 0.08
cts_setup_buffers = 0
h-tree-depth = 3
cts_resized = 0
clkLatencyLatePin_ns = 0.34
cts_buffers = 9
clockRootBuffer = clkbuf_8
cts_tree = yes
clock_sinks = 89
cts_hold_buf = 0

[setup_path]
endpoint_kind = output pin
worstSetupPathType = reg -> out
slowest_delay_ns = 0.55
cp_max_fo = 3
start_kind = flop
reg2reg_slack_ns = 3.89
arrival_ns = 2.01
critPathBufInv = 1
critPathTopFamily = simple AND/OR/NAND/NOR gates
critical_path_required_ns = 4.80
critPathSlowestCell = nor4b_1
crit_chain = nor4b_1, nand4_1, nor2_1, clkdlybuf4s50_1

[final_timing]
whs_ns = 0.3287
max_clock_freq_ghz = 0.3116
slew_headroom_pct = 49.90
hold_violations = 0
fin_worst_skew_ns = 0.006955
setup_violations = 0
period_minus_slack_ns = 3.210
drv_slew = 0
finalClockPeriodUsage_pct = 53.49
fin_setup_tns_ns = 0
rsz0062_at_grt = false
worst-slew-pin-transition_ns = 0.7515

[final_layout]
fin_util_pct = 58.96
areaGrowthSynthToFinish_pct = 11.37
final_cell_mix = 85 x dfxtp_1, 52 x nor2_1, 40 x nand2_1
drive_gt1_share_pct = 6.683
largest_reg_flops = 32
top_regs = counter: 32 flops, state: 5 flops
largest_register = counter
fillers = 610
lay_top_count = dfxtp_1
final_area_um2 = 4094

[floorplanning]
core.rowCount = 30
die_area_um2 = 7699
ios = 17
core_um2 = 6944
die_y_um = 87.75
floorplan.core_util_pct = 52.94
die_w_um = 87.75

[placed_design]
place_area_um2 = 3886
hpwl_um = 4532
io_buffers = 16
gp_congestion = 0.8554

[power_and_ir_drop]
p_total_mw = 1.063
netSwitchingPower_mw = 0.2141
leakage_nw = 1.401
ir_drop_v = 0.0001252
p_comb_share_pct = 3.1
intPower_mw = 0.8491
power.density_nw_per_um2 = 259.7
p_clk_share_pct = 39.0
p_seq_share_pct = 57.9
swShare_pct = 20.13

[flow_run]
drv_cap = 0
warnings = 27

[worst_hold_path]
hold_path_class = reg -> reg

[outcome]
status = finished clean
## routing by layer
metal	part of all wire, %	wire [µm]	vias up	global-route usage (%)
met2	48	3195	29	31.43
met4	1.2	78	0	2.235
met1	48	3217	1293	28.29
met3	3.2	216	8	5.057
met5	0	0	-	0
li1	-	-	1425	-
## final timing paths
check	cells past startpoint	startpoint	to
max	4	num4[3]	crct_pwd
max reg2reg	5	synch.synch[2]	num4[1]
min reg2reg	0	synch.mid2[0]	synch.synch[0]
min	0	synch.mid2[0]	synch.synch[0]
## cell families (layout without fill, tap and decap cells)
group                    count (synthesis)  count (layout)  synth area share [%]
multiplexers                             7               7                 1.906
AND-OR/OR-AND                           54              54                 8.543
AND/OR/NAND/NOR                        189             189                 27.57
adder cells (fa/ha/maj)                  4               4                 1.362
flip-flops                              89              89                 49.56
buffers and inverters                   28              44                 3.437
XOR/XNOR                                32              32                 7.624
## power by group through the flow
stage / logic, mW / clock network, mW / registers, mW
4_1_cts: 0.0332 / 0.433 / 0.616
5_1_grt: 0.0371 / 0.455 / 0.618
6_report: 0.0329 / 0.415 / 0.616
## worst reg2reg max path, delay by kind of cell (launching register included)
kind / cells / cell delay [ns]
compound gates: 2 / 0.29
simple gates: 3 / 1.18
flops: 1 / 0.53
## cell usage after synthesis, drive strengths merged (2+ instances only)
cell type,count,area share [%]
nand3,17,2.5
nand2b,5,0.85
nor4b,6,1.6
xnor2,8,1.9
nor3,10,2.0
dfxtp,85,46
clkbuf,12,1.3
or3,2,0.48
buf,7,1.3
and2,3,0.51
nand4b,3,0.71
a211oi,2,0.41
mux2i,7,1.9
a31oi,4,0.68
o22ai,2,0.34
nor4bb,2,0.54
o21ai,15,2.0
nand2,40,4.1
o211ai,5,1.0
nor4,4,0.68
and4,3,0.71
inv,9,0.92
ha,4,1.4
edfxtp,4,3.3
o221ai,2,0.48
a21oi,21,2.9
nand3b,2,0.41
nor2b,4,0.68
and3,8,1.4
nor2,55,5.8
nor3b,4,0.82
or3b,2,0.48
xor2,24,5.7
nand4,19,3.4
## through the flow
step | instances | setup slack, ns
final | 515 | 2.790
after global routing | 515 | 2.675
after CTS | 515 | 2.807
after detailed placement | 499 | 3.210
after global placement | 499 | 3.244
after floorplan | 403 | 3.876
## final cells by class
cell class / count / area (µm²) / share of cell area (%)
flip-flops and latches: 89 / 1822 / 44.50
well taps: 96 / 120.1 / 2.934
repair buffers: 19 / 182.7 / 4.462
inverters: 9 / 33.78 / 0.8252
clock buffers: 14 / 172.7 / 4.218
clock inverters: 2 / 35.03 / 0.8557
multi-input cells: 286 / 1728 / 42.21
Power figures rest on the tool's default switching activity, not on a simulated workload.
